==> flow/design.v <==
module regfile (
    input wire clk,
    input wire we,
    input wire [3:0] rd_addr,
    input wire [3:0] rs1_addr,
    input wire [3:0] rs2_addr,
    input wire [18:0] wd,
    output wire [18:0] rs1,
    output wire [18:0] rs2
);
reg [18:0] regs [0:15];
assign rs1 = regs[rs1_addr];
assign rs2 = regs[rs2_addr];
always@(posedge clk) begin
    if (we) begin
        regs[rd_addr] <= wd;
    end
end
endmodule
==> flow/run.sh <==
#!/bin/bash
# OpenROAD 26Q1-2900-gdf79404cd8, Yosys 0.63+post, stock flow scripts
make -C /OpenROAD-flow-scripts/flow DESIGN_CONFIG=/design/flow/config.mk WORK_HOME=/design/flow/orfs finish
==> flow/config.mk <==
export PLATFORM = sky130hd
export DESIGN_NAME = regfile
export DESIGN_NICKNAME = regfile
export VERILOG_FILES = /design/flow/design.v
export SDC_FILE = /design/flow/constraint.sdc
export NUM_CORES = 4
export LEC_CHECK = 1
export CORE_UTILIZATION = 50
==> flow/constraint.sdc <==
current_design regfile

set clk_period 3.3
set clk_io_pct 0.2

create_clock -name clk0 -period $clk_period [get_ports {clk}]

set non_clock_inputs [all_inputs -no_clocks]
set_input_delay [expr $clk_period * $clk_io_pct] -clock clk0 $non_clock_inputs
set_output_delay [expr $clk_period * $clk_io_pct] -clock clk0 [all_outputs]
==> run_results.csv <==
group,metric,value,unit
clocking,cts_num_sinks,304,
yosys,synth-area-yosys,13800,sq um
yosys,synth_seq_share,66.4,%
route,detailed_router_iteration_count_before_antenna_repair,4,
route,met2RoutedLength,17700,um
global_routing,grt.overflow.total,0,
yosys,netlist_top_cells_area,"sky130_fd_sc_hd__edfxtp_1 (66%), sky130_fd_sc_hd__mux4_2 (24%), sky130_fd_sc_hd__a22oi_1 (4.1%)",
yosys,edf_count,304,
yosys,ys_ff,304,
min_path,hp-class,"primary input to flop",
pwr,total_power,8.84,mW
global_routing,grt_first_pass_wirelength,53600,um
final_timing,maxClockFrequency,0.311,GHz
clocking,clk_transition_reported_paths,50,ps
setup_path,critPathArrivalTime,2560,ps
place,post-place-cells,1074,
place,dp_hpwl,21700,um
clocking,cts_buffer_count,34,
die,die_area,28200,sq um
clocking,cts-root-buf,"sky130_fd_sc_hd__clkbuf_16",
route,detail_route.antenna_diodes,0,
pwr,total_leakage_power,5.33,nW
yosys,syn_area_per_cell,21.2,sq um
yosys,yosys.cell_count.top_type,"sky130_fd_sc_hd__edfxtp_1",
die,fp_util,51.0,%
pwr,power-per-cell-area,536,nW/um^2
setup_path,cp-end-kind,"output port",
setup_path,critical_path.max_fanout,16,
setup_path,cp-startpoint,"rs1_addr[3]",
route,top_signal_layer_used,"met5",
yosys,ys_top_cells_by_count,"sky130_fd_sc_hd__edfxtp_1 (304), sky130_fd_sc_hd__mux4_2 (144), sky130_fd_sc_hd__a22oi_1 (76)",
die,die_x,168,um
run,maxCapViolations,0,
clocking,tritoncts,"done",
setup_path,cp_class,"primary input to output port",
final_layout,layout.filler_cells,1827,
setup_path,critPathCapture,"rs1[7]",
yosys,asyncSetResetFlopFracSynth,0,%
final_timing,timing.final.crit_share,97.6,%
final_layout,finish.cell_count_without_fillers,1134,
final_layout,layout_top_registers,"regs x304",
die,die_y,168,um
yosys,synth.cell_area,13800,sq um
final_layout,biggest_register,"regs",
final_timing,layout_min_cycle_time,3220,ps
setup_path,start_kind,"primary input",
run,openroad.warnings,25,
die,site_row_count,60,
global_routing,grt_start_max_net_pins,38,
final_layout,largest_register_ffs,304,
global_routing,initial_antenna_violation_count,3,
yosys,postSynthCellCount,649,
route,route.final.wire_length,35600,um
route,m1WireLength,12000,um
place,portBuffers,70,
final_timing,tightestPinTransition,645,ps
global_routing,gr-usage-all-layers,30.0,%
setup_path,crit_required,2640,ps
place,finalWeightedCongestion,0.824,
final_layout,final_layout_size_suffix_gt1_share,35.3,%
die,i_o_pins,71,
yosys,postSynth.topFlopCell,"sky130_fd_sc_hd__edfxtp_1",
clocking,clock_path_buffers,3,
pwr,vdd_ir_drop_max,424,uV
route,drt-wirelength-per-cell,31.4,um
route,drtIter0Drc,396,
final_timing,finalMaxSlewViolations,0,
yosys,synthesis.yosys.warnings,1,
yosys,post-synth-top-area-cell,"sky130_fd_sc_hd__edfxtp_1",
yosys,synth.lib_cells_used.distinct,18,
run_status,outcome,"completed",
die,placeableCoreArea,27000,sq um
clocking,htreeDepth,2,
yosys,top_area_share,66.4,%
global_routing,first_global_vias,8723,
final_layout,area.growth.synth_to_final,19.9,%
route,met3_wirelength,5050,um
route,vias_per_cell,6.56,
final_timing,setup-violations-final,0,
final_timing,hold_viol,0,
yosys,synth_stat.cells,649,
route,num_vias,7436,
route,drt.antenna.violating_nets,0,
final_timing,slew_headroom,56.9,%
route,remaining_drc_errors,0,
min_path,holdPathStages,1,
## worst max-delay path: stages
cell and delay [ps]:
sky130_fd_sc_hd__clkdlybuf4s50_1 510, sky130_fd_sc_hd__nor2b_2 200, sky130_fd_sc_hd__buf_12 210, sky130_fd_sc_hd__a22oi_1 140, sky130_fd_sc_hd__buf_4 150, sky130_fd_sc_hd__nand2_1 180, sky130_fd_sc_hd__clkdlybuf4s50_1 500
## metrics by stage
step | setup TNS, ps | hold slack (ps) | setup WS [ps] | util [%] | cell area [sq um]
6_report | 0 | 1080 | 80.7 | 61.2 | 16500
5_1_grt | -11.3 | 1120 | -11.3 | 61.2 | 16500
4_1_cts | 0 | 1070 | 102 | 61.1 | 16500
3_5_place_dp | 0 | 1610 | 104 | 57.1 | 15400
3_3_place_gp | 0 | 1540 | 117 | 57.1 | 15400
2_1_floorplan | 0 | 759 | 374 | - | 13800
## where the power goes
group          internal (mW)  switching [mW]
Clock                   2.18            1.45
Combinational          0.441           0.393
Sequential              4.33          0.0314
Total                   6.96            1.88
## layout make-up
type / count / area, sq um / share of cell area, %
repair buffers: 134 / 1470 / 8.93
flip-flops and latches: 304 / 9130 / 55.4
well taps: 341 / 427 / 2.59
clock inverters: 14 / 119 / 0.721
multi-input cells: 297 / 4390 / 26.6
clock buffers: 44 / 952 / 5.78
## cells by family after synthesis
family / synth area share [%]
compound gates: 4.15
buf+inv: 2.18
flops: 66.4
mux: 25.1
simple gates: 2.17
## what timing repair did
| item | CTS | global route |
|---|---|---|
| resized | 0 | 0 |
| setup buffers | 0 | 2 |
| setup endpoints to repair | 0 | 2 |
| hold buffers | 0 | 0 |
## how the worst min path moves through the flow
stage      start     endpoint
4_1_cts    wd[7]  regs[12][7]
5_1_grt   wd[15]  regs[9][15]
6_report   wd[7]  regs[11][7]
## layer usage
metal  track usage (%)  vias to the layer above
met5              3.83                        -
met4              6.18                        6
met3              18.3                       57
met2              44.7                      448
met1              41.2                     3810
li1                  -                     3115
## cell usage in the layout, fill, tap and decap left out
cell type,count
sky130_fd_sc_hd__and2_1,2
sky130_fd_sc_hd__clkinv_1,6
sky130_fd_sc_hd__nor3_2,4
sky130_fd_sc_hd__nor2b_2,4
sky130_fd_sc_hd__a22oi_1,76
sky130_fd_sc_hd__clkdlybuf4s50_1,66
sky130_fd_sc_hd__clkinvlp_4,1
sky130_fd_sc_hd__mux4_1,8
sky130_fd_sc_hd__clkinv_2,4
sky130_fd_sc_hd__bufinv_16,2
sky130_fd_sc_hd__buf_12,24
sky130_fd_sc_hd__nor2_2,14
sky130_fd_sc_hd__clkinv_4,1
sky130_fd_sc_hd__nand3_1,1
sky130_fd_sc_hd__nand3b_1,2
sky130_fd_sc_hd__nand2_1,39
sky130_fd_sc_hd__clkbuf_16,37
sky130_fd_sc_hd__edfxtp_1,304
sky130_fd_sc_hd__clkbuf_1,7
sky130_fd_sc_hd__nand2b_1,2
sky130_fd_sc_hd__or3b_2,1
sky130_fd_sc_hd__mux4_2,144
sky130_fd_sc_hd__buf_4,44
No activity file was given, so power comes from the tool's default toggle rates.
